## design/flow/design.v

```verilog
module lcd_state(value, clk, rst, rs, rw, en, data);
input  clk, rst;
input [7:0] value;
output reg rs, rw, en;
output reg [7:0] data;
parameter s_0=0,s_1=1,s_2=2,s_3=3,s_4=4,s_5=5;
parameter a = 3'b0;
integer i = 3;
reg [2:0] current_state, next_state;
always @(current_state)
begin: next_state_logic
case(current_state)
s_0:begin
 next_state = s_1;
 end
s_1:begin
 next_state = s_2;
 end
s_2:begin
 next_state = s_3;
 end
s_3:begin
 next_state = s_3;
 end
s_4: begin
 next_state = s_5;
 i <= i - 1;
 end
s_5: begin
 next_state = s_5;
 end
 default: next_state = s_0;
 endcase
end
always @(posedge clk or negedge rst)
begin: register_generation
 if(!rst)
 current_state = s_0;
 else
 current_state = next_state;
end
always @(current_state)
begin: output_logic
case (current_state)
 s_0: begin
 rs = 0;
 rw = 0;
 en = 1;
 data = 8'b000011;
 end
 s_1: begin
 rs = 0;
 rw = 0;
 en = 0;
 data = 8'b00001111;
 end
 s_2: begin
 rs = 0;
 rw = 0;
 en = 1;
 data = 8'b00000001;
 end
 s_3: begin
 rs = 0;
 rw = 0;
 en = 0;
 data = 8'b00000001;
 end
 s_4: begin
 rs = 1;
 rw = 0;
 en = 1;
 data = value;
 end
 s_5: begin
 rs = 1;
 rw = 0;
 en = 0;
 data = value;
 end
 endcase
 end
 endmodule
```

## design/flow/run.sh

```bash
#!/bin/bash
# OpenROAD 26Q1-2900-gdf79404cd8, Yosys 0.63+post, stock flow scripts
make -C /OpenROAD-flow-scripts/flow DESIGN_CONFIG=/design/flow/config.mk WORK_HOME=/design/flow/orfs finish
```

## design/flow/config.mk

```make
export PLATFORM = sky130hd
export DESIGN_NAME = lcd_state
export DESIGN_NICKNAME = lcd_state
export VERILOG_FILES = /design/flow/design.v
export SDC_FILE = /design/flow/constraint.sdc
export NUM_CORES = 4
export LEC_CHECK = 1
export CORE_AREA = 10 10 70 70
export DIE_AREA = 0 0 80 80
```

## design/flow/constraint.sdc

```tcl
current_design lcd_state

set clk_period 1.1
set clk_io_pct 0.2

create_clock -name clk0 -period $clk_period [get_ports {clk}]

set non_clock_inputs [all_inputs -no_clocks]
set_input_delay [expr $clk_period * $clk_io_pct] -clock clk0 $non_clock_inputs
set_output_delay [expr $clk_period * $clk_io_pct] -clock clk0 [all_outputs]
```

==> summary.log <==
INFO  status         run_status=completed
INFO  layout         lay_top_count=conb_1
INFO  setup_path     critPathBufInv=0
INFO  die            core=3420µm²
INFO  clocking       cts_tree=built
INFO  global_routing gr-max-usage-layer=met3
INFO  sta            layout_worst_path_cycle_share=0.685
INFO  logic_synthesis synth_flop_count=7
INFO  die            row_count=21
INFO  power          static-leakage-power=0.000131µW
INFO  setup_path     max_stage_delay=0.41ns
INFO  layout         mostFrequentLayoutCells=conb_1, clkdlybuf4s50_1, clkbuf_4, dfrtp_1, dlxtn_1
INFO  clocking       cts.htree.levels=1
INFO  sta            endpoints_left_unconstrained=7
INFO  detailed_routing drt_wl_total=425µm
INFO  clocking       postCtsSetupRepairBufs=0
INFO  placement      place.detailed.instances=70
INFO  setup_path     path_class=reg -> reg
INFO  clocking       cts.repair.resized=0
INFO  global_routing met2_global_route_usage=0.0161
INFO  detailed_routing routed_via_density=1.77
INFO  setup_path     cp-start-kind=flip-flop
INFO  placement      placed_inst_area=314µm²
INFO  global_routing grt_antenna_before_repair=0
INFO  placement      dp_hpwl=382µm
INFO  sta            drv_slew=0
INFO  sta            final_hold_viol_count=0
INFO  global_routing grt_pass1_vias=167
INFO  clocking       numCtsBuffers=3
INFO  sta            finalSetupViolCount=0
INFO  sta            tns_setup=0ns
INFO  detailed_routing dr.pass1.iters=2
INFO  clocking       number_of_buffers_on_the_longest_clock_path=2
INFO  logic_synthesis synthSimpleGateAreaFrac=0.0909
INFO  run            openroad.warnings=33
INFO  detailed_routing avgRoutedWirePerCell=5.74µm
INFO  logic_synthesis synth.cell_area=248µm²
INFO  run            max_cap_violations=0
INFO  sta            number_of_register_pins_that_no_clock_reaches=3
INFO  worst_hold_path hold_path_class=in -> async
INFO  global_routing maximum_number_of_pins_on_one_net_before_global_route_repair=6
INFO  logic_synthesis adder_cell_area_share_of_the_yosys_netlist=0
INFO  setup_path     cp-end-kind=flip-flop
INFO  logic_synthesis yosys-mux-area-fraction=0
INFO  logic_synthesis synth.cellmix.xorXnorShare=0
INFO  die            die_height=80µm
INFO  global_routing gr-usage-met1=0.0154
INFO  detailed_routing route.antenna.diode_count=0
INFO  global_routing wire_length_of_the_first_global_routing_pass=731µm
INFO  layout         area.growth.synth_to_final=37.4%
INFO  sta            max_clock_freq=1330MHz
INFO  global_routing globalRouteMet3Util=0.0261
INFO  die            pin_count=21
INFO  sta            fin_crit=0.753ns
INFO  logic_synthesis syn-mean-instance-area=11.3µm²
INFO  layout         finish.utilization=0.0996
INFO  placement      detailedPlace.worstSlack=0.350ns
INFO  setup_path     critical_path_peak_fanout=4
INFO  sta            timing.clock.skew=0.0104ns
INFO  die            overall_die_width=80µm
INFO  layout         stdcell_count=74
INFO  setup_path     worst-r2r-cell-count=1
INFO  detailed_routing first_iter_violations=1
INFO  detailed_routing vias=131
INFO  logic_synthesis synthCells=22
INFO  logic_synthesis compound_area_frac=0.0303
INFO  setup_path     critical_path.top_delay_family=flip-flops
INFO  placement      port-buffer-count=5
INFO  die            dieArea=6400µm²
INFO  setup_path     worstPathCellList=or2_1
INFO  logic_synthesis synthesized_chip_area_reported_by_yosys=248µm²
INFO  layout         final_layout_size_suffix_gt1_frac=0.179
INFO  detailed_routing drc_viols=0
INFO  die            floorplan.initialDensity=0.0725
INFO  setup_path     cp_slowest_cell=dfrtp_1
INFO  clocking       cell_chosen_for_the_clock_root=clkbuf_4
INFO  clocking       worstSkewPairLatency=0.24ns
INFO  setup_path     worst-path-stages=1
INFO  clocking       clk_pin_slew_worst_paths=0.04ns
INFO  logic_synthesis top_logic_kind=buffers and inverters
INFO  sta            finalWorstSetupSlack=0.347ns
INFO  clocking       cts_hold_repair.buffers=0
INFO  sta            setup_repair_after_global_routing_missed_its_margin=false
INFO  power          max-vdd-ir-drop=0.220mV
INFO  global_routing grt.total_usage=0.0158
INFO  global_routing grt_overflow_total=0
INFO  logic_synthesis ys_cells=22
INFO  setup_path     cp_data_required_time=1.22ns
INFO  power          power.density_cell_area=1080nW/µm²
INFO  logic_synthesis synth.distinct_cells=10
INFO  setup_path     cp_data_arrival_time=0.88ns
INFO  logic_synthesis ys_warn_count=1
INFO  layout         final_design_area_no_fill=340µm²
INFO  detailed_routing antenna_violating_nets_post_route=0
INFO  placement      routabilityCongestion=0.647
==> final cells by class <==
| class | count | area (µm²) |
|---|---|---|
| flip-flops and latches | 7 | 146 |
| clock buffers | 4 | 26.3 |
| fillers | 398 | 3080 |
| repair buffers | 5 | 50.0 |
| multi-input cells | 12 | 60.1 |
| well taps | 46 | 57.6 |
==> where the power goes <==
part | internal (µW) | switching (µW)
sequential | 156 | 5.35
clock | 136 | 62.0
combinational | 4.38 | 4.97
==> cell families after synthesis <==
kind of cell / Yosys count
AOI/OAI and AO/OA: 1
buffers and inverters: 9
DFF: 4
latches: 3
other: 2
and+or+nand+nor: 3
==> synth_stat cells, drive strengths merged <==
library cell | count | area [µm²]
nor4 | 1 | 12.5
dfrtp | 3 | 75.1
nor2 | 1 | 3.75
dlxtn | 3 | 45.0
buf | 8 | 60.1
conb | 2 | 7.51
clkbuf | 1 | 3.75
or2 | 1 | 6.26
dfstp | 1 | 26.3
o21bai | 1 | 7.51
==> path summary, 6_finish.rpt <==
check	startpoint	endpoint	slack (ns)
worst max-delay path	current_state[4]	current_state[4]	0.35
worst max register to register	current_state[4]	current_state[4]	0.35
min in group clk0	current_state[0]	current_state[2]	0.40
worst min-delay path	rst	current_state[1]	0.19
max in group asynchronous	rst	current_state[0]	0.66
worst min register to register	current_state[0]	current_state[2]	0.40
==> state kept, by name, summed over array words and instances (netlist names) <==
name           count
en                 1
current_state      4
data               2
==> layer usage <==
layer  vias to the layer above  routed length (µm)
met4                         0                   0
met5                         -                   0
met1                        56                 153
met3                         0                 125
met2                        12                 146
li1                         63                   -
==> per-stage QoR <==
| step | hold WS (ns) | total power (µW) |
|---|---|---|
| 6_report | 0.188 | 369 |
| 5_1_grt | 0.178 | 398 |
| 4_1_cts | 0.184 | 379 |
| 3_5_place_dp | 0.400 | 174 |
| 3_3_place_gp | 0.397 | 173 |
| 2_1_floorplan | -0.0756 | 183 |
Power and IR drop assume default switching activity.
